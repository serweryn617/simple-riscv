`flow/design.v`:
```
module register #(
    parameter WIDTH = 8
) (
    input clk,
    input rst,
    input load,
    input [WIDTH-1:0] in,
    output logic [WIDTH-1:0] out
);
always_ff @(posedge clk or posedge rst) begin
    if (rst) begin
        out <= '0;
    end
    else if (load) begin
        out <= in;
    end
end
endmodule
```
`flow/run.sh`:
```
#!/bin/bash
# OpenROAD 26Q1-2900-gdf79404cd8, Yosys 0.63+post, stock flow scripts
make -C /OpenROAD-flow-scripts/flow DESIGN_CONFIG=/design/flow/config.mk WORK_HOME=/design/flow/orfs finish
```
`flow/config.mk`:
```
export PLATFORM = sky130hd
export DESIGN_NAME = register
export DESIGN_NICKNAME = register
export VERILOG_FILES = /design/flow/design.v
export SDC_FILE = /design/flow/constraint.sdc
export NUM_CORES = 4
export LEC_CHECK = 1
export CORE_AREA = 10 10 70 70
export DIE_AREA = 0 0 80 80
```
`flow/constraint.sdc`:
```
current_design register

set clk_period 1.1
set clk_io_pct 0.2

create_clock -name clk0 -period $clk_period [get_ports {clk}]

set non_clock_inputs [all_inputs -no_clocks]
set_input_delay [expr $clk_period * $clk_io_pct] -clock clk0 $non_clock_inputs
set_output_delay [expr $clk_period * $clk_io_pct] -clock clk0 [all_outputs]
```
==> summary.rpt <==
RUN METRICS
----------------------------------------------------
[Power and ir drop]
  Total internal power ........................ 0.000588 W
  Clock group share of total power ........................ roughly 30%
  Power dissipated by switching net loads ........................ 0.000144 W
  Proportion of total power due to net switching ........................ 19.6%
  Combinational share of power ........................ 24.2%
  Maximum vdd drop ........................ 0.265 mV
  Cell Pwr Density ........................ ~1100 mW/mm2
  Seq pwr share ........................ 46.5%
  P_leak ........................ ~0.29 nW

[Logic synthesis]
  Synth top area share ........................ between 50% and 60%
  Sequential share of the synthesized area ........................ about 60%
  Number of warnings issued by yosys ........................ 1
  Ys async rst share ........................ roughly 100%
  Flops after synth ........................ 8
  Commonest cells post-synth ........................ sky130_fd_sc_hd__dfrtp_1 (8), sky130_fd_sc_hd__mux2_4 (8), sky130_fd_sc_hd__buf_6 (1), sky130_fd_sc_hd__inv_1 (1)
  Number of standard cells after synthesis ........................ 18
  Post-synthesis cell type count ........................ 4
  Post-synth tally of flip-flops with integrated enable ........................ 0
  Synth Flop Type ........................ sky130_fd_sc_hd__dfrtp_1
  Chip area line of the yosys report ........................ around 340 um2
  Yosys Instances ........................ 18
  Top post-synthesis cells by area ........................ sky130_fd_sc_hd__dfrtp_1 (60%), sky130_fd_sc_hd__mux2_4 (36%), sky130_fd_sc_hd__buf_6 (3.4%), sky130_fd_sc_hd__inv_1 (1.1%)
  Post-synth design cell area ........................ approximately 340 um2
  Cell type with the largest total area ........................ sky130_fd_sc_hd__dfrtp_1
  Average cell area after synthesis ........................ between 15 and 20 um2

[Run status]
  Status ........................ complete, no violations

[Clock network]
  Max Root-Sink Buffers ........................ 2
  Clk sink count ........................ 8
  Number of clock buffers inserted by TritonCTS ........................ 3
  H-tree depth reported by CTS ........................ 1
  Clock Root Buffer ........................ sky130_fd_sc_hd__clkbuf_4
  TritonCTS clock tree ........................ built
  Latency at later pin ........................ 0.24 ns
  Clock-pin slew on the worst setup and hold paths ........................ 0.05 ns
  Cts-stage hold buffer count ........................ 0

[Worst setup path]
  Setup slack, reg-to-reg ........................ 0.11 ns
  Crit path required time ........................ around 0.88 ns
  Element type at the critical path start ........................ register
  Critical path buffer and inverter count ........................ 1
  Worst setup path category ........................ reg -> out
  Register-to-Register Path Depth ........................ 3
  CP top delay family ........................ flip-flops
  Start of the worst register-to-register path ........................ out[1]
  Worst-path cell with the longest stage delay ........................ sky130_fd_sc_hd__dfrtp_1
  Ordered cell list for the critical path ........................ dlygate4sd2_1
  Arrival time worst endpoint ........................ about 0.84 ns
  Endpoint of the lowest-slack register-to-register path ........................ out[1]
  Worst setup EP type ........................ output pin
  Max incr delay on CP ........................ about 0.36 ns
  Max Fanout on Critical Path ........................ 2

[Finish]
  Fraction of layout cells with a size suffix above 1 ........................ approximately two fifths
  Sequential cell area ........................ about 200 um2
  Area growth from synthesis to layout ........................ 93.3%
  Post-Layout Inst Area ........................ approximately 650 um2
  Largest register FFs ........................ 8
  Combined area of the multi-input logic cells ........................ approximately 120 um2
  Filler cell count ........................ about 380
  Top flop regs ........................ out: 8 flops
  Top register by number of flip-flops ........................ out

[Detailed routing]
  Routed vias ........................ ~230
  Routed Wire Length ........................ between 900 and 1000 um
  Number of diodes ........................ 0
  Remaining design rule violation count ........................ 0
  Mean number of vias per cell ........................ 2.57
  Routed len/inst ........................ a little over 10 um
  Count of nets left with antenna violations after detail routing ........................ 0
  DRT Pass-1 Iters ........................ 2
  Iter 0 DRT Violations ........................ 4

[Timing]
  Count of pins over their slew limit ........................ 0
  Final Hold Viols ........................ 0
  Final tally of setup violations ........................ 0
  Setup total negative slack ........................ 0 ns
  Post-route fraction of the period consumed by the critical path ........................ 96.5%
  PnR worst setup slack ........................ approximately 0.038 ns
  Transition at the pin with the smallest max-transition slack ........................ 0.299 ns
  Relative slew slack ........................ 80.1%
  Unrepaired setup endpoints after global routing ........................ no
  Final clock skew ........................ 0 ns
  Min Clock Period, post-route ........................ ~1.1 ns
  Fmax ........................ roughly 940 MHz

[Global route]
  Met3 usage in global routing ........................ less than 1%
  Antenna violations before repair ........................ 0
  Residual overflow from global routing ........................ 0
  Fraction of met2 tracks used by global routing ........................ 4.49%
  Wire length of the first global-routing pass ........................ about 1300 um
  Global-route usage over all layers ........................ between 2 and 3%
  Largest net degree at the start of global routing ........................ 9
  Most crowded layer after global routing ........................ met2
  Met1 usage in global routing ........................ under 10%
  Via count of the first global-routing pass ........................ 261

[Placed design]
  Post-place setup slack ........................ -0.197 ns
  Number of port buffers ........................ 18
  Routability congestion estimate from global placement ........................ between 0.7 and 0.8
  Placed inst area ........................ around 580 um2

[Die]
  Core footprint ........................ 0.00342 mm2
  Row count ........................ 21
  Die Size ........................ ~0.0064 mm2
  Die height ........................ 80 um
  Horizontal die dimension ........................ about 80 um
  IO Pins ........................ 19
  Effective utilization at floorplan ........................ under 10%

[Worst hold path]
  Worst hold path type ........................ in -> async

[Flow run]
  Count of maximum capacitance violations ........................ 0
  Number of warning messages in the logs ........................ 25

----------------------------------------------------
[repair_timing]
item / CTS / global route
setup endpoints to repair: 8 / 4
buffers inserted: 4 / 2
pin swaps: 0 / 0
gates resized: 12 / 3
cloned: 0 / 0
[power by group through the flow]
| stage | Sequential (W) | Clock (W) | Combinational [W] |
|---|---|---|---|
| 6_report | 0.000340 | 0.000214 | 0.000177 |
| 5_1_grt | 0.000345 | 0.000235 | 0.000192 |
| 4_1_cts | 0.000340 | 0.000224 | 0.000169 |
[worst max-delay path by stage]
| stage | start | slack (ns) | end | depth (start not counted) |
|---|---|---|---|---|
| final | out[2] | 0.04 | out[2] | 1 |
| after global routing | out[2] | 0.007 | out[2] | 1 |
| after CTS | out[1] | 0.01 | out[1] | 1 |
[routing by layer]
| metal | vias up | wire, um |
|---|---|---|
| met1 | 107 | 343 |
| met4 | 0 | 34 |
| met5 | - | 0 |
| li1 | 114 | - |
| met3 | 2 | 67 |
| met2 | 11 | 471 |
[metrics by stage]
step	std cells	total power [W]	utilization, %	hold slack [ns]
floorplan	18	0.000397	-	0.0357
global placement	82	0.000507	17.0	0.485
detailed placement	82	0.000509	17.0	0.486
CTS	89	0.000733	18.4	0.220
global route	91	0.000771	19.0	0.257
finish	91	0.000732	19.0	0.219
[placed cells by master, fill, tap and decap left out, drive strengths merged]
master | synthesis | final
dlygate4sd2 | 0 | 1
dfrtp | 8 | 8
clkdlybuf4s50 | 0 | 10
clkbuf | 0 | 3
mux2 | 8 | 8
inv | 1 | 1
buf | 1 | 7
clkdlybuf4s15 | 0 | 7
[final cells by class]
class	count	area share (%)
inverter	1	0.579
tap	46	8.88
clock buffer	3	3.47
sequential	8	30.9
multi-input combinational	8	18.5
timing repair buffer	25	37.6
[worst reg2reg max path, cell delays in order, from the launching register on]
cell and delay, ns:
sky130_fd_sc_hd__dfrtp_1 0.38, sky130_fd_sc_hd__buf_4 0.13, sky130_fd_sc_hd__buf_4 0.12, sky130_fd_sc_hd__mux2_4 0.25
[logic make-up (layout without fill, tap and decap cells)]
kind of cell	count (synthesis)	count (layout)	synth area share (%)
buf+inv	2	29	4.48
flops	8	8	59.7
mux	8	8	35.8
Power figures rest on the tool's default switching activity, not on a simulated workload.
